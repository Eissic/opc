<file path="./config.mk">
export PLATFORM = sky130hd
export DESIGN_NAME = cpu_and_memory_controller
export DESIGN_NICKNAME = cpu_and_memory_controller
export VERILOG_FILES = /design/flow/design.v
export SDC_FILE = /design/flow/constraint.sdc
export NUM_CORES = 4
export LEC_CHECK = 1
export CORE_UTILIZATION = 30
</file>
<file path="./constraint.sdc">
current_design cpu_and_memory_controller

set clk_period 14.9
set clk_io_pct 0.2

create_clock -name clk0 -period $clk_period [get_ports {clk}]

set non_clock_inputs [all_inputs -no_clocks]
set_input_delay [expr $clk_period * $clk_io_pct] -clock clk0 $non_clock_inputs
set_output_delay [expr $clk_period * $clk_io_pct] -clock clk0 [all_outputs]
</file>
<file path="./design.v">
module memory_controller
  (
   clock,
   reset_b,
   ext_cs_b,
   vpa,
   cpu_rnw,
   cpu_clken,
   cpu_addr,
   cpu_dout,
   ext_dout,
   ram_cs_b,
   ram_oe_b,
   ram_we_b,
   ram_data,
   ram_addr
   );
   parameter DSIZE        = 16;
   parameter ASIZE        = 16;
   parameter INDEX_BITS   = 6;     
   localparam CSIZE       = clog2(DSIZE) - 1;    
   localparam TAG_BITS    = ASIZE - INDEX_BITS;
   localparam CACHE_WIDTH = DSIZE + 1 + TAG_BITS;
   localparam CACHE_SIZE  = 2 ** INDEX_BITS;
   input                 clock;
   input                 reset_b;
   input                 ext_cs_b;
   input                 vpa;
   input                 cpu_rnw;
   output                cpu_clken;
   input [ASIZE-1:0]     cpu_addr;
   input [DSIZE-1:0]     cpu_dout;
   output [DSIZE-1:0]    ext_dout;
   output                ram_cs_b;
   output                ram_oe_b;
   output                ram_we_b;
   inout [7:0]           ram_data;
   output [18:0]         ram_addr;
   wire [CSIZE - 3:0] ext_a_lsb;
   reg                ext_we_b;
   reg [DSIZE-8-1:0]  ram_data_last;
   reg [CSIZE-1:0]    count;
   reg [CACHE_WIDTH-1:0] cache [0:CACHE_SIZE - 1];  (* RAM_STYLE="DISTRIBUTED" *)
   wire [INDEX_BITS-1:0]  addr_index = cpu_addr[INDEX_BITS-1:0];
   wire [TAG_BITS-1:0]      addr_tag = cpu_addr[ASIZE-1:INDEX_BITS];
   wire [CACHE_WIDTH-1:0]  cache_out = cache[addr_index];
   wire [DSIZE-1:0]       cache_dout = cache_out[DSIZE-1:0];
   wire                  cache_valid = cache_out[DSIZE];
   wire [TAG_BITS-1:0]     cache_tag = cache_out[CACHE_WIDTH-1:DSIZE+1];
   wire                    tag_match = cache_valid & (cache_tag == addr_tag);
   wire                    cache_hit = vpa & tag_match;
   integer i;
   initial
     for (i = 0; i < CACHE_SIZE; i = i + 1)
       cache[i] = 0;
   always @(posedge clock)
      if (count == 2 ** CSIZE - 1)
         if (cpu_rnw) begin
            if (vpa)
               cache[addr_index] <= {addr_tag, 1'b1, ext_dout};
         end else begin
            if (tag_match)
               cache[addr_index] <= {addr_tag, 1'b1, cpu_dout};
         end
   always @(posedge clock)
     if (!reset_b)
       count <= 0;
     else if (!ext_cs_b && !cache_hit || count > 0)
       count <= count + 1;
   assign cpu_clken = !(!ext_cs_b && !cache_hit && count < 2 ** CSIZE - 1);
   assign ext_a_lsb = count[CSIZE - 1 : 2];
   always @(posedge clock)
      if (!cpu_rnw && !ext_cs_b && !count[1])
         ext_we_b <= 1'b0;
      else
         ext_we_b <= 1'b1;
   always @(posedge clock)
     if (count[1:0] == 2'b11)
        ram_data_last <= (ram_data_last >> 8) | (ram_data << (DSIZE - 16));
   assign ext_dout = cache_hit ? cache_dout : { ram_data, ram_data_last };
   assign ram_addr = {cpu_addr, ext_a_lsb};
   assign ram_cs_b = ext_cs_b;
   assign ram_oe_b = !cpu_rnw;
   assign ram_we_b = ext_we_b;
   assign ram_data = cpu_rnw        ? 8'bZ            :
                     ext_a_lsb == 3 ? cpu_dout[31:24] :
                     ext_a_lsb == 2 ? cpu_dout[23:16] :
                     ext_a_lsb == 1 ? cpu_dout[15:8]  :
                                      cpu_dout[7:0]   ;
   function integer clog2;
      input integer value;
      begin
         value = value-1;
         for (clog2=0; value>0; clog2=clog2+1)
           value = value>>1;
      end
   endfunction
endmodule
module cpu_and_memory_controller
  (
   input         clk,
   input         reset_b,
   input         int_b,
   output        vpa,
   output        vda,
   output        ram_cs_b,
   output        ram_oe_b,
   output        ram_we_b,
   inout [7:0]   ram_data,
   output [18:0] ram_addr
);
   wire          cpu_clken;
   wire          cpu_rnw;
   wire [15:0]   cpu_addr;
   wire [15:0]   cpu_din;
   wire [15:0]   cpu_dout;
   wire          cpu_mreq_b = !(vpa | vda);
   opc5lscpu inst_cpu
     (
      .din        (cpu_din),
      .dout       (cpu_dout),
      .address    (cpu_addr),
      .rnw        (cpu_rnw),
      .clk        (clk),
      .reset_b    (reset_b),
      .int_b      (int_b),
      .clken      (cpu_clken),
      .vpa        (vpa),
      .vda        (vda)
    );
   memory_controller inst_memory_controller
     (
      .clock      (clk),
      .reset_b    (reset_b),
      .vpa        (vpa),
      .ext_cs_b   (cpu_mreq_b),
      .cpu_rnw    (cpu_rnw),
      .cpu_clken  (cpu_clken),
      .cpu_addr   (cpu_addr),
      .cpu_dout   (cpu_dout),
      .ext_dout   (cpu_din),
      .ram_cs_b   (ram_cs_b),
      .ram_oe_b   (ram_oe_b),
      .ram_we_b   (ram_we_b),
      .ram_data   (ram_data),
      .ram_addr   (ram_addr)
      );
endmodule
module opc5lscpu( input[15:0] din, input clk, input reset_b, input int_b, input clken, output vpa, output vda, output[15:0] dout, output[15:0] address, output rnw);
    parameter MOV=4'h0,AND=4'h1,OR=4'h2,XOR=4'h3,ADD=4'h4,ADC=4'h5,STO=4'h6,LD=4'h7,ROR=4'h8,NOT=4'h9,SUB=4'hA,SBC=4'hB,CMP=4'hC,CMPC=4'hD,BSWP=4'hE,PSR=4'hF;
    parameter FETCH0=3'h0,FETCH1=3'h1,EA_ED=3'h2,RDMEM=3'h3,EXEC=3'h4,WRMEM=3'h5,INT=3'h6 ;
    parameter EI=3,S=2,C=1,Z=0,P0=15,P1=14,P2=13,IRLEN=12,IRLD=16,IRSTO=17,IRGETPSR=18,IRPUTPSR=19,IRRTI=20,IRCMP=21,INT_VECTOR=16'h0002;
    reg [15:0] OR_q,PC_q,PCI_q,result;
    reg [21:0] IR_q; (* RAM_STYLE="DISTRIBUTED" *)
    reg [15:0] sprf_q[15:0];
    reg [2:0]  FSM_q;
    reg [3:0]  sprf_radr_q,swiid,PSRI_q;
    reg [7:0]  PSR_q ;
    reg        zero,carry,sign,enable_int,reset_s0_b,reset_s1_b;
    wire predicate 	          = IR_q[P2] ^ (IR_q[P1]?(IR_q[P0]?PSR_q[S]:PSR_q[Z]):(IR_q[P0]?PSR_q[C]:1));
    wire predicate_din 	      = din[P2] ^ (din[P1]?(din[P0]?PSR_q[S]:PSR_q[Z]):(din[P0]?PSR_q[C]:1));
    wire [15:0] sprf_dout     = (sprf_radr_q==4'hF)?PC_q:(sprf_q[sprf_radr_q] & {16{(sprf_radr_q!=4'h0)}});
    assign {rnw,dout,address} = {!(FSM_q==WRMEM),sprf_dout,(FSM_q==WRMEM || FSM_q == RDMEM)?OR_q:PC_q };
    assign {vpa,vda}          = {((FSM_q==FETCH0)||(FSM_q==FETCH1)||(FSM_q==EXEC)),((FSM_q==RDMEM)||(FSM_q==WRMEM)) };
    always @(*)
        begin
            if (FSM_q==EA_ED)
                {carry,result} = sprf_dout + OR_q;  
            else
                case (IR_q[11:8])     
                    LD,MOV,PSR,STO   :{carry,result} = {PSR_q[C],(IR_q[IRGETPSR])?{8'b0,PSR_q}:OR_q} ;
                    AND,OR           :{carry,result} = {PSR_q[C],(IR_q[8])?(sprf_dout & OR_q):(sprf_dout | OR_q)};
                    ADD,ADC          :{carry,result} = sprf_dout + OR_q + (IR_q[8] & PSR_q[C]);
                    SUB,SBC,CMP,CMPC :{carry,result} = sprf_dout + (OR_q ^ 16'hFFFF) + ((IR_q[8])?PSR_q[C]:1);
                    XOR,BSWP         :{carry,result} = {PSR_q[C],(!IR_q[11])?(sprf_dout ^ OR_q):{OR_q[7:0],OR_q[15:8] }};
                    NOT,ROR          :{result,carry} = (IR_q[8])?{~OR_q,PSR_q[C]}:{PSR_q[C],OR_q} ;
                endcase  
            {swiid,enable_int,sign,carry,zero} = (IR_q[IRPUTPSR])?OR_q[7:0]:(IR_q[3:0]!=4'hF)?{PSR_q[7:3],result[15],carry,!(|result)}:PSR_q;
        end
    always @(posedge clk)
        if (clken) begin
            {reset_s0_b,reset_s1_b} <= {reset_b,reset_s0_b};
            if (!reset_s1_b)
                {PC_q,PCI_q,PSRI_q,PSR_q,FSM_q} <= 0;
            else begin
                case (FSM_q)
                    FETCH0 :FSM_q <= (din[IRLEN])?FETCH1:(!predicate_din)?FETCH0:EA_ED;
                    FETCH1 :FSM_q <= (!predicate)?FETCH0:((sprf_radr_q!=0) || IR_q[IRLD] || IR_q[IRSTO])?EA_ED:EXEC;
                    EA_ED  :FSM_q <= (!predicate)?FETCH0:(IR_q[IRLD])?RDMEM:(IR_q[IRSTO])?WRMEM:EXEC;
                    RDMEM  :FSM_q <= EXEC;
                    EXEC   :FSM_q <= ((!int_b & PSR_q[EI])||(IR_q[IRPUTPSR] && (|swiid)))?INT:(IR_q[3:0]==4'hF)?FETCH0:(din[IRLEN])?FETCH1:EA_ED;
                    WRMEM  :FSM_q <= (!int_b & PSR_q[EI])?INT:FETCH0;
                    default:FSM_q <= FETCH0;
                endcase  
                case(FSM_q)
                    FETCH0,EXEC:{sprf_radr_q,OR_q } <= {din[7:4],16'b0};
                    FETCH1     :{sprf_radr_q,OR_q } <= {(((sprf_radr_q!=0) || IR_q[IRLD] || IR_q[IRSTO])?IR_q[7:4]:IR_q[3:0]),din};
                    EA_ED      :{sprf_radr_q,OR_q } <= {IR_q[3:0],result};  
                    default    :{sprf_radr_q,OR_q } <= {IR_q[3:0],din};
                endcase  
                if (FSM_q == INT)
                    {PC_q,PCI_q,PSRI_q,PSR_q[EI]} <= {INT_VECTOR,PC_q,PSR_q[3:0],1'b0} ;  
                else if (FSM_q == FETCH0 || FSM_q == FETCH1)
                    PC_q <= PC_q + 1;
                else if (FSM_q == EXEC) begin
                    PC_q <= (IR_q[IRRTI])?PCI_q:(IR_q[3:0]==4'hF)?result:((!int_b && PSR_q[EI]) || (IR_q[IRPUTPSR] && (|swiid)))?PC_q:PC_q + 1;
                    PSR_q <= (IR_q[IRRTI])?{4'b0,PSRI_q}:{swiid,enable_int,sign,carry,zero};  
                    sprf_q[(IR_q[IRCMP])?4'b0:IR_q[3:0]] <= result ;
                end
                if (FSM_q == FETCH0 || FSM_q == EXEC)
                    IR_q <= {((din[11:8]==CMP)||(din[11:8]==CMPC)),{3{(din[11:8]==PSR)}}&{(din[3:0]==4'hF),(din[3:0]==4'h0),(din[7:4]==4'b0)},(din[11:8]==STO),(din[11:8]==LD),din};
            end
        end
endmodule
</file>
<file path="./run.sh">
#!/bin/bash
# OpenROAD 26Q1-2900-gdf79404cd8, Yosys 0.63+post, stock flow scripts
make -C /OpenROAD-flow-scripts/flow DESIGN_CONFIG=/design/flow/config.mk WORK_HOME=/design/flow/orfs finish
</file>
==> reports/summary.rpt <==
=================================================================================
Final weighted congestion of routability-driven global placement             1.01
Fraction of the yosys area taken by sequential cells                        75.3%
Status                                                               aborted with a tool error
Width of the chip                                                          529 um
Post-synth EDFFs                                                             2079
Error msg                                                            [error] [KeplerFormal.cpp:679] Workflow failed: Iso has multiple drivers: .ram_data4, _4955_.Y0
CTS resizes                                                                     0
CTS Hold Buffers Added                                                          0
Instance tally after logic synthesis                                         5269
Number of buffers on the longest clock path                                     4
Num rows                                                                      193
H-tree level count                                                              4
Die extent in y                                                            529 um
Cell area after technology mapping                                      83300 um2
Worst slack, placed                                                       6290 ps
Quantity of I/O buffers inserted on ports                                      24
Fp util                                                                     30.1%
Post-CTS setup repair buffer count                                              0
Number of buffers created by CTS                                              203
Number of primary I/O pins                                                     35
Stage where the flow stopped                                              4_1_cts
Synthesized area per cell                                                15.8 um2
Dominant register cell                                                   edfxtp_1
Synthesis-stage register bit count                                           2094
Yosys Chip Area                                                         83300 um2
Yosys cell count                                                             5269
Yosys Warn Count                                                                5
CTS sink cnt                                                                 2094
Sum of net half-perimeters after detailed placement                        170 mm
Fraction of synthesis flops using an asynchronous set or reset pin             0%
Unique masters post-synth                                                      88
Library cell used as clock root buffer                                  clkbuf_16
=================================================================================
[logic make-up after synthesis]
kind of cell    count (synthesis)  share of synthesized area, %
xor+xnor                       47                         0.494
compound gates               1428                          11.8
simple gates                 1018                          5.76
other cells                     2                       0.00902
buf+inv                       439                          2.21
fa+ha+maj                      59                         0.914
mux                           182                          3.46
flops                        2094                          75.3
[cells in the mapped netlist (all sizes together) (24+ instances only)]
cell type | count | area share (%)
a221oi | 101 | 1.1
o22ai | 240 | 1.8
buf | 173 | 1.0
and3 | 46 | 0.35
xnor2 | 32 | 0.34
nand2 | 392 | 1.8
edfxtp | 2079 | 75
a31oi | 109 | 0.84
nor3 | 88 | 0.53
nor2 | 222 | 1.0
inv | 89 | 0.40
mux4 | 83 | 2.2
a41oi | 24 | 0.25
a22oi | 330 | 3.0
and2 | 28 | 0.21
clkbuf | 175 | 0.79
mux2i | 85 | 1.0
nand3 | 67 | 0.40
nand4 | 35 | 0.27
nor4 | 53 | 0.45
o21ai | 190 | 1.1
a22o | 59 | 0.62
a21oi | 168 | 1.0
a211oi | 46 | 0.41
ha | 56 | 0.84
[through the flow]
| step | util (%) | power (mW) | std cells | cell area (um2) |
|---|---|---|---|---|
| after detailed placement | 32.7 | 7.32 | 9030 | 90400 |
| after floorplan | - | 6.98 | 5333 | 83500 |
| after global placement | 32.7 | 7.31 | 9030 | 90400 |
No activity file was given, so power comes from the tool's default toggle rates.
