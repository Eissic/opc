<file path="flow/config.mk">
export PLATFORM = sky130hd
export DESIGN_NAME = opc6cpu
export DESIGN_NICKNAME = opc6cpu
export VERILOG_FILES = /design/flow/design.v
export SDC_FILE = /design/flow/constraint.sdc
export NUM_CORES = 4
export LEC_CHECK = 1
export CORE_UTILIZATION = 30
</file>
<file path="flow/constraint.sdc">
current_design opc6cpu

set clk_period 11.5
set clk_io_pct 0.2

create_clock -name clk0 -period $clk_period [get_ports {clk}]

set non_clock_inputs [all_inputs -no_clocks]
set_input_delay [expr $clk_period * $clk_io_pct] -clock clk0 $non_clock_inputs
set_output_delay [expr $clk_period * $clk_io_pct] -clock clk0 [all_outputs]
</file>
<file path="flow/design.v">
module opc6cpu(
    input[15:0] din,             
    input clk,                  
    input reset_b,              
    input[1:0] int_b,            
    input clken,                 
    output vpa,
    output vda,
    output vio,
    output[15:0] dout,           
    output[15:0] address,        
    output rnw);                 
    parameter MOV=5'h0,AND=5'h1,OR=5'h2,XOR=5'h3,ADD=5'h4,ADC=5'h5,STO=5'h6,LD=5'h7,ROR=5'h8,JSR=5'h9,SUB=5'hA,SBC=5'hB,INC=5'hC,LSR=5'hD,DEC=5'hE,ASR=5'hF;
    parameter HLT=5'h10,BSWP=5'h11,PPSR=5'h12,GPSR=5'h13,RTI=5'h14,NOT=5'h15,OUT=5'h16,IN=5'h17,PUSH=5'h18,POP=5'h19,CMP=5'h1A,CMPC=5'h1B;    
    parameter FET0=3'h0,FET1=3'h1,EAD=3'h2,RDM=3'h3,EXEC=3'h4,WRM=3'h5,INT=3'h6;     
    parameter EI=3,S=2,C=1,Z=0,IRLEN=12,IRLD=16,IRSTO=17,IRNPRED=18,IRWBK=19,INT_VECTOR0=16'h0002,INT_VECTOR1=16'h0004;
    parameter P0=15,P1=14,P2=13;     
    reg [15:0] OR_q;             
    reg [15:0] PC_q;             
    reg [15:0] PCI_q;            
    reg [15:0] result;           
    reg [19:0] IR_q;             
    reg [15:0] RF_q[15:0];       
    reg [2:0]  FSM_q;            
    reg [3:0]  swiid;            
    reg [3:0]  PSRI_q;           
    reg [7:0]  PSR_q ;           
    reg        zero,carry,sign,enable_int;       
    reg        reset_s0_b,reset_s1_b,pred_q;     
    wire [4:0]  op            = {IR_q[IRNPRED],IR_q[11:8]};          
    wire [4:0]  op_d          = { (din[15:13]==3'b001),din[11:8] };  
    wire        pred_d        = (din[15:13]==3'b001) || (din[P2] ^ (din[P1] ? (din[P0] ? sign : zero): (din[P0] ? carry : 1)));  
    wire        pred_din      = (din[15:13]==3'b001) || (din[P2] ^ (din[P1] ? (din[P0] ? PSR_q[S]:PSR_q[Z]):(din[P0] ? PSR_q[C]:1)));  
    wire [15:0] RF_w_p2       = (IR_q[7:4]==4'hF) ? PC_q: {16{(IR_q[7:4]!=4'h0)}} & RF_q[IR_q[7:4]];                           
    wire [15:0] RF_dout       = (IR_q[3:0]==4'hF) ? PC_q: {16{(IR_q[3:0]!=4'h0)}} & RF_q[IR_q[3:0]];                           
    wire [15:0] operand       = (IR_q[IRLEN]||IR_q[IRLD]||(op==INC)||(op==DEC)||(IR_q[IRWBK]))?OR_q:RF_w_p2;      
    assign rnw                = !(FSM_q==WRM);
    assign dout               = RF_w_p2;
    assign address            = (FSM_q==WRM||FSM_q==RDM)? ((op==POP)? RF_dout: OR_q)  : PC_q;
    assign vpa                = (FSM_q==FET0)||(FSM_q==FET1)||(FSM_q==EXEC);             
    assign vda                = ((FSM_q==RDM)||(FSM_q==WRM)) & !((op==IN)||(op==OUT));   
    assign vio                = ((FSM_q==RDM)||(FSM_q==WRM)) & ((op==IN)||(op==OUT));    
    always @( * ) begin
        case (op)
            AND,OR               :{carry,result} = {PSR_q[C],(IR_q[8])?(RF_dout & operand):(RF_dout | operand)};
            ADD,ADC,INC          :{carry,result} = RF_dout + operand + (IR_q[8] & PSR_q[C]);
            SUB,SBC,CMP,CMPC,DEC :{carry,result} = RF_dout + (operand ^ 16'hFFFF) + ((IR_q[8])?PSR_q[C]:1);
            XOR,GPSR             :{carry,result} = (IR_q[IRNPRED])?{PSR_q[C],8'b0,PSR_q}:{PSR_q[C],RF_dout ^ operand};
            NOT,BSWP             :{result,carry} = (IR_q[10])? {~operand,PSR_q[C]} : {operand[7:0],operand[15:8],PSR_q[C]};
            ROR,ASR,LSR          :{result,carry} = {(IR_q[10]==0)?PSR_q[C]:(IR_q[8]==1)?operand[15]:1'b0,operand};
            default              :{carry,result} = {PSR_q[C],operand} ;  
        endcase  
        {swiid,enable_int,sign,carry,zero} = (op==PPSR)?operand[7:0]:(IR_q[3:0]!=4'hF)?{PSR_q[7:3],result[15],carry,!(|result)}:PSR_q;
    end  
    always @(posedge clk)
        if (clken) begin
            {reset_s0_b,reset_s1_b,pred_q} <= {reset_b,reset_s0_b,(FSM_q==FET0)?pred_din:pred_d};
            if (!reset_s1_b)
                {PC_q,PCI_q,PSRI_q,PSR_q,FSM_q} <= 0;
            else begin
                case (FSM_q)
                    FET0   : FSM_q <= (din[IRLEN]) ? FET1 : (!pred_din) ? FET0 : ((din[11:8]==LD)||(din[11:8]==STO)||(op_d==PUSH)||(op_d==POP)) ? EAD : EXEC;
                    FET1   : FSM_q <= (!pred_q )? FET0: ((IR_q[3:0]!=0) || (IR_q[IRLD]) || IR_q[IRSTO])?EAD:EXEC;
                    EAD    : FSM_q <= (IR_q[IRLD]) ? RDM : (IR_q[IRSTO]) ? WRM : EXEC;
                    EXEC   : FSM_q <= ((!(&int_b) & PSR_q[EI])||((op==PPSR) && (|swiid)))?INT:((IR_q[3:0]==4'hF)||(op==JSR))?FET0:
                                      (din[IRLEN]) ? FET1 : ((din[11:8]==LD)||(din[11:8]==STO)||(op_d==POP)||(op_d==PUSH))?EAD:(pred_d)?EXEC:FET0;
                    WRM    : FSM_q <= (!(&int_b) & PSR_q[EI])?INT:FET0;
                    default: FSM_q <= (FSM_q==RDM)? EXEC : FET0;   
                endcase  
                OR_q <= ((FSM_q==FET0)||(FSM_q==EXEC))?({16{op_d==PUSH}}^({12'b0,(op_d==DEC)||(op_d==INC)?din[7:4]:{3'b0,(op_d==POP)}})):(FSM_q==EAD)?RF_w_p2+OR_q:din;
                if ( FSM_q == INT )
                    {PC_q,PCI_q,PSRI_q,PSR_q[EI]} <= {(!int_b[1])?INT_VECTOR1:INT_VECTOR0,PC_q,PSR_q[3:0],1'b0}; 
                else if ((FSM_q==FET0)||(FSM_q==FET1)) 
                    PC_q  <= PC_q + 1;
                else if ( FSM_q == EXEC) begin
                    PC_q <= (op==RTI)?PCI_q: ((IR_q[3:0]==4'hF)||(op==JSR))?result:(((!(&int_b)) && PSR_q[EI])||((op==PPSR)&&(|swiid)))?PC_q:PC_q + 1;
                    PSR_q <= (op==RTI)?{4'b0,PSRI_q}:{swiid,enable_int,sign,carry,zero};  
                end
                if (((FSM_q==EXEC) && !((op==CMP)||(op==CMPC))) || (((FSM_q==WRM)||(FSM_q==RDM)) && IR_q[IRWBK]))
                    RF_q[IR_q[3:0]] <= (op==JSR)? PC_q : result ;
                if ((FSM_q==FET0)||(FSM_q==EXEC))
                    IR_q <= {(op_d==PUSH)||(op_d==POP),(din[15:13]==3'b001),(din[11:8]==STO)||(op_d==PUSH),(din[11:8]==LD)||(op_d==POP),din};
                else if ((FSM_q==EAD && (IR_q[IRLD]||IR_q[IRSTO]))||(FSM_q==RDM))
                    IR_q[7:0] <= {IR_q[3:0],IR_q[7:4]};  
            end 
        end
endmodule
</file>
<file path="flow/run.sh">
#!/bin/bash
# OpenROAD 26Q1-2900-gdf79404cd8, Yosys 0.63+post, stock flow scripts
make -C /OpenROAD-flow-scripts/flow DESIGN_CONFIG=/design/flow/config.mk WORK_HOME=/design/flow/orfs finish
</file>
==> Changelog: implementation <==
## Implementation

* Unique masters post-synth at 80
* Worst slew pin tran at between 900 and 1000 ps
* Global route overflow at 0
* Kind of critical path: flip-flop to flip-flop
* CTS Hold Buffers Added at 0
* Post-synthesis chip area from yosys at 0.0217 mm²
* Final GP Congestion at 0.984
* Synth Instances at 1822
* Share of layout cells above drive strength 1 at 18.2%
* Startpoint Class: flip-flop
* I/O pin cnt at 57
* Registers, synthesis at 351
* Antenna violations before repair at 2
* Clock buffer depth at 3
* 1st-pass router iterations at 5
* Asr flop ratio synth at 0%
* Clock Latency Late Sink at 580 ps
* Clock root buffer: clkbuf_16
* Final Critical Period at 7360 ps
* Layout area overhead at 14.5%
* Pin count of the biggest net entering global routing at 48
* CTS tree: yes
* Top cells by count: edfxtp_1 (336), nand2_1 (147), nor2_1 (136), mux4_2 (121), a21oi_1 (108)
* Worst path cell trace: buf_4, buf_4, mux2i_1, a22oi_1, a32oi_1, a31oi_1, inv_1, fa_1, fa_1, nor2b_1, o31a_1, o21ai_0, nand2b_1, o221ai_1, a221o_1, a211oi_1, nand4b_1, or4_4, or3_1, a21oi_2, o41ai_2
* Final hold violations at 0
* VDD IR-drop max at roughly 110 µV
* Most used flip-flop cell: edfxtp_1
* Max-cap check violation count at 0
* Fmax at 0.136 GHz
* Synthesized cell area at 0.0217 mm²
* Register area at around 0.010 mm²
* Max-slew violation count at 0
* Worst Skew at 36.0 ps
* Area of the core at 0.0715 mm²
* CP max FO at 47
* Slowest Stage Delay on Critical Path at 700 ps
* Ys cells at 1822
* RSZ-0062 raised after global routing: no
* Number of DRC markers in iteration 0 at 1406
* Vias in the first global route at roughly 17000
* Die footprint at 0.0734 mm²
* Reg clk slew, reported paths at about 60 ps
* Logic area at 0.0106 mm²
* Post-synth seq share at 47.9%
* Sink Count at approximately 350
* DP Wirelength at 52500 µm
* Post-Route WL at 75000 µm
* Setup Buffers After CTS at 0
* DR WL/cell at approximately 26 µm
* GRT Resource Usage Total at 21.5%
* Top-area cell share at 46.5%
* WP data arrival at 7680 ps
* Vias per cell at 5.78
* Via count at 16500
* Crit-path slowest cell: buf_4
* CTS Buf Count at 40
* Tool warnings at roughly 58
* Die W at between 200 and 300 µm
* Fp util at 30.4%
* Number of enable flip-flop cells at 336
* Synth area leaders: edfxtp_1 (46%), mux4_2 (13%), ha_1 (3.7%)
* Relative slew slack at between 30% and 40%
* Req. time, crit path at 11810 ps
* First-pass GRT wire length at 111000 µm
* Biggest area consumer among synthesized cells: edfxtp_1
* Die y size at 271 µm
* Pwr dens at between 100 and 150 mW/mm²
* Resized cells post-CTS at 0
* YS warnings at 1
* Remaining DRCs at 0
* PortBufs at between 50 and 60
* Outcome: finished, final reports clean
* Hold Crit Class: flip-flop to flip-flop
* Post-Syn Area per Cell at 11.9 µm²
* Count leader, synth: edfxtp_1
* Final setup vio count at 0
* DRT antenna net count at 0
* Setup crit end kind: flip-flop
* CTS HTree Levels at 2
* Period utilization at approximately 64%
* Row count at 98
* Setup TNS at 0 ps
* Fill cell count at approximately 6900
* Fin util at 34.8%
* Static leakage at between 8 and 9 nW
## registers in the layout (all words and copies together) (netlist names), named ones only
name	count
reset_s1_b	1
reset_s0_b	1
PC_q	16
IR_q	17
pred_q	1
FSM_q	7
OR_q	16
PCI_q	16
RF_q	256
PSR_q	8
PSRI_q	4
## layer usage
layer | part of all wire [%] | track usage [%]
met1 | 37 | 27.1
met4 | 4.3 | 7.51
met5 | 0.073 | 0.526
met2 | 45 | 32.3
met3 | 13 | 11.3
## final timing paths
path,slack [ps],startpoint,end,depth (start not counted)
setup / recovery,4140,flip-flop,pred_q,21
hold / removal,420,reset_s0_b,reset_s1_b,0
hold reg to reg,420,reset_s0_b,reset_s1_b,0
setup reg to reg,4140,flip-flop,pred_q,21
## cells in the final DEF, fill, tap and decap left out, types with 41 or more instances in the layout
cell / netlist / routed
mux4_2: 121 / 121
a22oi_1: 48 / 48
clkdlybuf4s50_1: 0 / 56
o21ai_0: 85 / 85
edfxtp_1: 336 / 336
clkbuf_16: 0 / 41
buf_4: 2 / 76
inv_1: 62 / 62
ha_1: 65 / 65
mux2i_1: 73 / 73
nand2_1: 147 / 147
nor2_1: 136 / 125
a21oi_1: 108 / 108
## kinds of logic after synthesis
logic type	count (synthesis)	share of synthesized area, %
AOI/OAI and AO/OA	450	14.0
xor gates and xnor gates	39	1.57
and+or+nand+nor	492	11.0
adders and majority gates	70	4.21
DFF	351	47.9
buffers and inverters	194	3.77
muxes	226	17.6
## stage by stage
step / hold slack, ps / setup WS (ps) / area (µm²) / cells / total power [mW]
floorplan: 400 / 4950 / 21700 / 1822 / 1.99
global placement: 406 / 4230 / 23500 / 2774 / 2.26
detailed placement: 405 / 4290 / 23500 / 2774 / 2.26
CTS: 419 / 4300 / 24800 / 2847 / 3.54
global route: 429 / 3860 / 24800 / 2847 / 3.66
finish: 418 / 4140 / 24800 / 2848 / 3.53
## power by group
| part | internal (mW) | switching [mW] |
|---|---|---|
| clock network | 0.751 | 0.523 |
| logic | 0.286 | 0.462 |
| registers | 1.47 | 0.0398 |
## worst max-delay path: cells and delay by family (launching register included)
family | cells | cell delay, ps
and+or+nand+nor | 5 | 1420
muxes | 1 | 170
adders and majority gates | 2 | 960
buffers and inverters | 3 | 1480
AOI/OAI and AO/OA | 10 | 2690
DFF | 1 | 330
## layout make-up
type	count	area share, %
antenna	1	0.0101
clock buffer	48	4.28
clock inverter	25	0.962
inverter	64	0.967
multi-input combinational	1277	42.6
sequential	351	41.9
tap	950	4.78
timing repair buffer	132	4.55
Power figures rest on the tool's default switching activity, not on a simulated workload.
