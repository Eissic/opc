`/design/flow/run.sh`:
```
#!/bin/bash
# OpenROAD 26Q1-2900-gdf79404cd8, Yosys 0.63+post, stock flow scripts
make -C /OpenROAD-flow-scripts/flow DESIGN_CONFIG=/design/flow/config.mk WORK_HOME=/design/flow/orfs finish
```
`/design/flow/config.mk`:
```
export PLATFORM = sky130hd
export DESIGN_NAME = opc7cpu
export DESIGN_NICKNAME = opc7cpu
export VERILOG_FILES = /design/flow/design.v
export SDC_FILE = /design/flow/constraint.sdc
export NUM_CORES = 4
export LEC_CHECK = 1
export CORE_UTILIZATION = 40
```
`/design/flow/constraint.sdc`:
```
current_design opc7cpu

set clk_period 17.5
set clk_io_pct 0.2

create_clock -name clk0 -period $clk_period [get_ports {clk}]

set non_clock_inputs [all_inputs -no_clocks]
set_input_delay [expr $clk_period * $clk_io_pct] -clock clk0 $non_clock_inputs
set_output_delay [expr $clk_period * $clk_io_pct] -clock clk0 [all_outputs]
```
`/design/flow/design.v`:
```
module opc7cpu(input[31:0] din,input clk,input reset_b,input[1:0] int_b,input clken,output vpa,output vda,output vio,output[31:0] dout,output[19:0] address,output rnw);
  parameter MOV=5'h0,MOVT=5'h1,XOR=5'h2,AND=5'h3,OR=5'h4,NOT=5'h5,CMP=5'h6,SUB=5'h7,ADD=5'h8,BPERM=5'h9,ROR=5'hA,LSR=5'hB,JSR=5'hC,ASR=5'hD,ROL=5'hE;
  parameter HLT=5'h10,RTI=5'h11,PPSR=5'h12,GPSR=5'h13,OUT=5'h18,IN=5'h19,STO=5'h1A,LD=5'h1B,LJSR=5'h1C,LMOV=5'h1D,LSTO=5'h1E,LLD=5'h1F;
  parameter FET=3'h0,EAD=3'h1,RDM=3'h2,EXEC=3'h3,WRM=3'h4,INT=3'h5,EI=3,S=2,C=1,Z=0,INT_VECTOR0=20'h2,INT_VECTOR1=20'h4;
  reg [19:0]  PC_q,PCI_q;(* RAM_STYLE="DISTRIBUTED" *)
  reg [31:0]  RF_q[14:0], RF_pipe_q, OR_q, result;
  reg [7:0]   PSR_q;
  reg [4:0]   IR_q;
  reg [3:0]   swiid,PSRI_q,dst_q,src_q;
  reg [2:0]   FSM_q, FSM_d;
  reg         zero,carry,sign,enable_int,reset_s0_b,reset_s1_b,subnotadd_q, rnw_q, vpa_q, vda_q, vio_q;
  wire        pred          = (OR_q[29] ^ (OR_q[30]?(OR_q[31]?PSR_q[S]:PSR_q[Z]):(OR_q[31]?PSR_q[C]:1)));
  wire [31:0] RF_sout       = {32{(|src_q)&&IR_q[4:2]!=3'b111}} & ((src_q==4'hF)? {12'b0,PC_q} : RF_q[src_q]);
  wire [7:0]  bytes0        = {8{~OR_q[2] }} & ((OR_q[1])?  ((OR_q[0]) ?RF_sout[31:24] :RF_sout[23:16]):(OR_q[0]) ? RF_sout[15:8]:RF_sout[7:0]);
  wire [7:0]  bytes1        = {8{~OR_q[6] }} & ((OR_q[5])?  ((OR_q[4]) ?RF_sout[31:24] :RF_sout[23:16]):(OR_q[4]) ? RF_sout[15:8]:RF_sout[7:0]);
  wire [7:0]  bytes2        = {8{~OR_q[10]}} & ((OR_q[9])?  ((OR_q[8]) ?RF_sout[31:24] :RF_sout[23:16]):(OR_q[8]) ? RF_sout[15:8]:RF_sout[7:0]);
  wire [7:0]  bytes3        = {8{~OR_q[14]}} & ((OR_q[13])? ((OR_q[12])?RF_sout[31:24] :RF_sout[23:16]):(OR_q[12])? RF_sout[15:8]:RF_sout[7:0]);    
  wire [31:0] din_sxt       = (IR_q[4:2]==3'h7)? {{12{OR_q[19]}},OR_q[19:0]} : {{16{OR_q[15]}}, OR_q[15:0]};
  assign {rnw,dout,address} = {rnw_q, RF_pipe_q, (vpa_q)? PC_q : OR_q[19:0]};
  assign {vpa,vda,vio}      = {vpa_q, vda_q, vio_q };  
  always @( * ) begin
    case (IR_q)
      AND,OR       :{carry,result} = {PSR_q[C],(IR_q==AND)?(RF_pipe_q & OR_q):(RF_pipe_q | OR_q)};
      MOVT,ROL     :{carry,result} = (IR_q==ROL)? {OR_q, PSR_q[C]} :{PSR_q[C], OR_q[15:0], RF_pipe_q[15:0]} ;
      ADD,SUB,CMP  :{carry,result} = RF_pipe_q + OR_q + subnotadd_q;  
      XOR,GPSR     :{carry,result} = (IR_q==GPSR)?{PSR_q[C],8'b0,PSR_q}:{PSR_q[C],RF_pipe_q ^ OR_q};
      NOT          :{result,carry} = {~OR_q,PSR_q[C]};      
      ROR,ASR,LSR  :{result,carry} = {(IR_q==ROR)?PSR_q[C]:(IR_q==ASR)?OR_q[31]:1'b0,OR_q};
      JSR,LJSR     :{result,carry} = { 12'b0, PC_q, PSR_q[C]};
      default      :{carry,result} = {PSR_q[C],OR_q} ;
    endcase  
    {swiid,enable_int,sign,carry,zero} = (IR_q==PPSR)?OR_q[7:0]:(dst_q!=4'hF)?{PSR_q[7:3],result[31],carry,!(|result)}:PSR_q;
    case (FSM_q)
      FET    : FSM_d = EAD;
      EAD    : FSM_d = (!pred) ? FET : (IR_q==LD||IR_q==LLD||IR_q==IN) ? RDM : (IR_q==STO||IR_q==LSTO||IR_q==OUT) ? WRM : EXEC;
      EXEC   : FSM_d = ((!(&int_b) & PSR_q[EI])||(IR_q==PPSR&&(|swiid)))?INT:(dst_q==4'hF||IR_q==JSR||IR_q==LJSR)?FET:EAD;
      WRM    : FSM_d = (!(&int_b) & PSR_q[EI])?INT:FET;
      default: FSM_d = (FSM_q==RDM)? EXEC : FET;
    endcase
  end  
  always @(posedge clk)
    if (clken) begin
      RF_pipe_q <= (dst_q==4'hF)? {12'b0,PC_q} : RF_q[dst_q] & {32{(|dst_q)}};
      OR_q  <= (FSM_q==EAD)? (IR_q==BPERM)?({bytes3,bytes2,bytes1,bytes0}):(RF_sout+din_sxt) ^ {32{IR_q==SUB||IR_q==CMP}} : din;
      {reset_s0_b,reset_s1_b, subnotadd_q} <= {reset_b,reset_s0_b, IR_q!=ADD};
      if (!reset_s1_b) begin
        {PC_q,PCI_q,PSRI_q,PSR_q,FSM_q,vda_q,vio_q} <= 0;
        {rnw_q, vpa_q} <= 2'b11;        
      end      
      else begin
        {FSM_q, rnw_q} <= {FSM_d, !(FSM_d==WRM) } ;
        {vpa_q, vda_q, vio_q} <= {(FSM_d==FET||FSM_d==EXEC),({2{FSM_d==RDM||FSM_d==WRM}}&{!(IR_q==IN||IR_q==OUT),IR_q==IN||IR_q==OUT})};        
        if ((FSM_q==FET)||(FSM_q==EXEC))
          {IR_q, dst_q, src_q} <= din[28:16] ;
        else if (FSM_q==EAD & IR_q==CMP )
          dst_q <= 4'b0;  
        if ( FSM_q == INT )
          {PC_q,PCI_q,PSRI_q,PSR_q[EI]} <= {(!int_b[1])?INT_VECTOR1:INT_VECTOR0,PC_q,PSR_q[3:0],1'b0};
        else if (FSM_q==FET)
          PC_q  <= PC_q + 1;
        else if ( FSM_q == EXEC) begin
          PC_q <= (IR_q==RTI)?PCI_q: (dst_q==4'hF) ? result[19:0] : (IR_q==JSR||IR_q==LJSR)? OR_q[19:0]:((!(&int_b)&&PSR_q[EI])||(IR_q==PPSR&&(|swiid)))?PC_q:PC_q + 1;
          PSR_q <= (IR_q==RTI)?{4'b0,PSRI_q}:{swiid,enable_int,sign,carry,zero};
          RF_q[dst_q] <= result;
        end
      end
    end
endmodule
```
==> results.txt <==
State of the implementation.

- The netlist area before placement is 0.0372 sq mm, for reference.
- Summed over all layers, the global routing overflow is 0.
- The number of enable flip-flop cells is 616, for reference.
- The number of maximum-capacitance violations recorded for the run is 0.
- The DRC violation count after routing is 0, for reference.
- The die outline area is 0.0942 sq mm, for reference.
- The critical path required time is 14,000 ps, for reference.
- The effective utilization at floorplan is 0.405, for reference.
- Of the synthesized area, sequential elements account for 0.505.
- After legalization and detailed placement, the total HPWL measured 85.0 mm.
- STA classifies the critical path endpoint as an output port.
- Dividing the detail-routed via count by the number of cells gives 6.26.
- The post-detailed-route wirelength per cell is 30.2 um, for reference.
- The number of global-route vias before repair is 27,575, for reference.
- Per the OpenROAD floorplan log, the height of the die is 307 um.
- The arrival time of data at the critical path endpoint is 2910 ps, for reference.
- The worst path in the final design needs a cycle of 6410 ps, including I/O delays and setup.
- Timing analysis after detailed placement gives a worst setup slack of 11,250 ps.
- For the final routed database, the setup TNS stands at 0 ps.
- The netlist uses 87 different library cells.
- In this run the most critical hold path is launched from reset_s0_b$_DFFE_PP_.
- The initial antenna violation count is 0, for reference.
- The chip area estimate from yosys synthesis is 0.0372 sq mm, for reference.
- The number of buffers inserted to repair setup after CTS is 0, for reference.
- CTS built an H-tree with a depth of 3.
- The run finished with clean final reports.
- Setup repair after global routing left no endpoint under its margin.
- The mean instance size in the synthesized netlist is 12.9 sq um, for reference.
- The proportion of synthesized flip-flops having asynchronous set or reset is 0, for reference.
- For this block, the routed nets add up to 128 mm of wire.
- Summing all flip-flop and latch instances after layout gives 0.0188 sq mm.
- The number of cells produced by synthesis is 2,883, for reference.
- The root buffer cell chosen for the clock tree is sky130_fd_sc_hd__clkbuf_16.
- The floorplan has 111 rows.
- After the first detailed-routing iteration, the DRC count stood at 2,446.
- The pin closest to its max-slew limit shows a slew of 1070 ps.
- The share of cells above drive strength 1 is 0.192, for reference.
- The power density over the cells is 114 mW/mm^2, for reference.
- Warnings reported by Yosys during synthesis add up to 1.
- The placer congestion estimate is 1.02, for reference.
- The headroom to the max-slew limit is 0.285, for reference.
- During I/O placement, the number of pins put on the boundary was 93.
- The launch point of the critical path is OR_q[8]$_DFFE_PP_, for reference.
- The type of the worst setup path is reg -> out, for reference.
- The TritonCTS buffer count is 72, for reference.
- The number of register bits inferred by synthesis is 630, for reference.
- In this run the tools logged warnings totalling 57.
- The number of detailed-route iterations in the first pass is 6, for reference.
- The most frequent standard cell in the layout excluding fill and tap cells is sky130_fd_sc_hd__edfxtp_1, for reference.
- In this run, post-CTS hold repair placed 0 buffers.
- In the final layout, the multi-input gates occupy 0.0173 sq mm.
- The later pin in the worst-skew pair is clocked with a latency of 640 ps.
- For this design, Yosys synthesis ends with a cell count of 2,883.
- From left edge to right edge, the die measures 307 um.
- Per the final report, max-transition violations number 0.
- For reference, the final report shows the hold violation count at 0.
- The first-pass GRT wire length is 187 mm, for reference.
- The synthesis report names the predominant flop master as sky130_fd_sc_hd__edfxtp_1.
- Ranking logic cells in the layout by count gives the top entries sky130_fd_sc_hd__edfxtp_1 (616), sky130_fd_sc_hd__mux4_2 (288), sky130_fd_sc_hd__nand2_1 (260).
- The maximum number of pins on one net before global-route repair is 81, for reference.
- The path class of the lowest-slack min-delay path is reg -> reg, for reference.
- TritonCTS built the clock tree.
- In this run, post-CTS repair resized a total of 0 instances.
- The analysis reports a worst IR drop on VDD of 0.0684 mV.
- The power report puts the leakage power at 14.5 nW.
- Endpoints with negative setup slack in the final report add up to 0.
- In this run the tool buffered the top-level ports with 92 buffer cells.
- The type of origin of the critical path is a flip-flop, for reference.
- The final route contains 26,489 vias.
- The flow measured a signed area growth from synthesis to layout of 13.7%.
- The upper clock frequency limit is 156 MHz, for reference.
- The CTS log lists the clock sinks for this run as 630.
- Once routing completed, OpenROAD measured the worst setup slack at 11,090 ps.
- Dividing the final minimum period by the clock period gives 0.366.
- In the final layout, the fill cell count is 7,942.
- The global routing report lists combined usage of all routing layers as 0.294.
- The clock transition at the registers of the reported paths is 60 ps, for reference.
- The top fanout value on the critical path is 11, for reference.
- The number of buffers on the longest clock path is 3, for reference.
- The core region is 0.0919 sq mm.
- The largest clock skew in the final design is 31.2 ps, for reference.
- The detail route stage leaves a number of antenna-violating nets equal to 0.
## layer usage
metal  global-route usage  part of all wire  vias to the layer above
li1                     -                 -                    11486
met3                0.169              0.14                      273
met5               0.0181            0.0014                        -
met1                0.365              0.34                    13055
met4                0.117             0.050                        4
met2                0.435              0.46                     1671
## layout make-up
cell class / count / area share
Clock buffer: 87 / 0.0445
Sequential cell: 630 / 0.445
Tap cell: 1243 / 0.0368
Antenna cell: 1 / 0.0000592
Timing Repair Buffer: 201 / 0.0414
Inverter: 110 / 0.00977
Clock inverter: 40 / 0.0146
Multi-Input combinational cell: 1921 / 0.408
## state kept, by name (all words and copies together) (netlist names), named ones only
name,count
RF_q,480
PSRI_q,4
dst_q,4
PSR_q,8
vda_q,1
src_q,4
reset_s1_b,1
subnotadd_q,1
rnw_q,1
FSM_q,6
vpa_q,1
RF_pipe_q,32
reset_s0_b,1
vio_q,1
PC_q,20
IR_q,5
PCI_q,20
OR_q,32
## cell families (layout without fill, tap and decap cells)
kind of cell / count (synthesis) / after routing / share of synthesized area
other cells: 0 / 1 / 0
flops: 630 / 630 / 0.505
compound gates: 690 / 690 / 0.125
buf+inv: 332 / 438 / 0.0352
fa+ha+maj: 99 / 99 / 0.0339
mux: 369 / 369 / 0.197
xor+xnor: 93 / 93 / 0.0219
simple gates: 670 / 670 / 0.0831
## cell usage after synthesis, types with 32 or more instances
master,instances,area (sq um)
sky130_fd_sc_hd__inv_1,101,379
sky130_fd_sc_hd__xor2_1,32,280
sky130_fd_sc_hd__nand2_1,260,976
sky130_fd_sc_hd__nand3_1,35,175
sky130_fd_sc_hd__edfxtp_1,616,18500
sky130_fd_sc_hd__nor2_1,182,683
sky130_fd_sc_hd__mux4_2,288,6490
sky130_fd_sc_hd__o211ai_1,41,308
sky130_fd_sc_hd__a22oi_1,45,338
sky130_fd_sc_hd__a211oi_1,37,278
sky130_fd_sc_hd__ha_1,96,1200
sky130_fd_sc_hd__a21oi_1,161,806
sky130_fd_sc_hd__clkbuf_1,155,582
sky130_fd_sc_hd__and2_1,43,269
sky130_fd_sc_hd__o21ai_0,155,776
sky130_fd_sc_hd__buf_2,33,165
sky130_fd_sc_hd__xnor2_1,61,534
sky130_fd_sc_hd__mux2i_1,69,691
## worst paths after layout
check	endpoint	cells after the start	slack (ps)
worst max register to register	OR_q[31]$_DFFE_PP_	16	11260
worst min-delay path	reset_s1_b$_DFFE_PP_	0	430
worst max-delay path	address[8]	4	11090
worst min register to register	reset_s1_b$_DFFE_PP_	0	430
## stage by stage
stage	utilization	cells	power (mW)	cell area, sq um	hold slack [ps]
floorplan	-	2883	2.73	37200	400
global placement	0.433	4105	3.23	39800	403
detailed placement	0.433	4105	3.23	39800	418
CTS	0.460	4232	4.84	42300	432
global route	0.460	4232	5.02	42300	452
finish	0.460	4233	4.83	42300	428
## worst max-delay path, stage by stage, from the launching register on
cell	delay, ps
sky130_fd_sc_hd__edfxtp_1	320
sky130_fd_sc_hd__buf_4	280
sky130_fd_sc_hd__clkinv_1	480
sky130_fd_sc_hd__o21ai_0	620
sky130_fd_sc_hd__clkdlybuf4s50_1	580
## power by group
group / internal [mW] / total, mW / switching [mW]
logic: 0.547 / 1.35 / 0.799
clock network: 0.976 / 1.60 / 0.625
registers: 1.78 / 1.88 / 0.100
Power is estimated from default activity; no workload was simulated.
